===== flow/config.mk =====
export PLATFORM = sky130hd
export DESIGN_NAME = spi_slave
export DESIGN_NICKNAME = spi_slave
export VERILOG_FILES = /design/flow/design.v
export SDC_FILE = /design/flow/constraint.sdc
export NUM_CORES = 4
export LEC_CHECK = 1
export CORE_AREA = 10 10 91 91
export DIE_AREA = 0 0 101 101

===== flow/constraint.sdc =====
current_design spi_slave

set clk_period 1.9
set clk_io_pct 0.2

create_clock -name clk0 -period $clk_period [get_ports {SCL}]

set non_clock_inputs [all_inputs -no_clocks]
set_input_delay [expr $clk_period * $clk_io_pct] -clock clk0 $non_clock_inputs
set_output_delay [expr $clk_period * $clk_io_pct] -clock clk0 [all_outputs]

===== flow/design.v =====
module spi_slave #(
    parameter CPOL = 0,
    parameter CPHA = 0
    )(
        input   logic rst_n,
        input   logic SCL,
        input   logic CS_n,
        input   logic MOSI,
        input   logic [7:0] tx_data,
        output  logic [7:0] rx_data,
        output  logic MISO,
        output  logic rx_valid
    );
        typedef enum logic { IDLE, TRANSFER } state_t;
        state_t state, next_state;
        logic   [7:0] tx_shift;
        logic   [7:0] rx_shift;
        logic   [2:0] bit_count;
        generate
            if((CPOL == 0 && CPHA == 0) || (CPOL == 1 && CPHA == 1)) begin
                always_ff @( posedge SCL or negedge rst_n) begin
                    if(!rst_n) begin
                        state       <= IDLE;
                        bit_count   <= 3'd0;
                        rx_shift    <= 8'd0;
                        rx_valid    <= 1'b0;
                        rx_data     <= 8'd0;
                    end
                    else begin
                        state   <= next_state;
                        case(state)
                            IDLE        : begin
                                            bit_count <= 0;
                                            if(!CS_n) rx_valid <= 1'b0;
                                         end
                            TRANSFER    : begin
                                            rx_shift <= {rx_shift[6:0], MOSI};
                                            bit_count++;
                                            if(bit_count == 3'd7) begin
                                                rx_data <= {rx_shift[6:0],MOSI};
                                                rx_valid <= 1'b1;
                                            end
                                          end
                        endcase
                    end
                end
            end
            else begin
                always_ff @( negedge SCL or negedge rst_n) begin
                    if(!rst_n) begin
                        state       <= IDLE;
                        bit_count   <= 3'd0;
                        rx_shift    <= 8'd0;
                        rx_valid    <= 1'b0;
                    end
                    else begin
                        state   <= next_state;
                        case(state)
                            IDLE        : begin
                                            bit_count <= 0;
                                            if(!CS_n) rx_valid <= 1'b0;
                                          end
                            TRANSFER    : begin
                                            rx_shift <= {rx_shift[6:0], MOSI};
                                            bit_count++;
                                            if(bit_count == 3'd7) begin
                                                rx_data <= {rx_shift[6:0],MOSI};
                                                rx_valid <= 1'b1;
                                            end
                                          end
                        endcase
                    end
                end
            end
        endgenerate
        generate
             if((CPOL == 0 && CPHA == 0) || (CPOL == 1 && CPHA == 1)) begin
                always_ff @(negedge SCL or negedge rst_n) begin
                    if (!rst_n) begin
                        tx_shift <= 8'd0;
                        MISO     <= 1'b0;
                    end
                    else if (CS_n && state == IDLE) begin
                            tx_shift <= tx_data;   
                            MISO     <= tx_data[7];
                    end
                    else if (!CS_n && state == TRANSFER) begin
                            MISO     <= tx_shift[6];
                            tx_shift <= {tx_shift[6:0], 1'b0};
                    end
                end
             end
             else begin
                always_ff @(posedge SCL or negedge rst_n) begin
                    if (!rst_n) begin
                        tx_shift <= 8'd0;
                        MISO     <= 1'b0;
                    end
                    else if (CS_n && state == IDLE) begin
                            tx_shift <= tx_data;  
                            MISO     <= tx_data[7];
                    end
                    else if (!CS_n && state == TRANSFER) begin
                            MISO     <= tx_shift[6];
                            tx_shift <= {tx_shift[6:0], 1'b0};
                    end
                end
             end
        endgenerate
        always_comb begin
            next_state = state;
            case(state)
                IDLE        : if(!CS_n) next_state = TRANSFER;
                TRANSFER    : begin
                                if(CS_n)
                                    next_state = IDLE;
                                else
                                    if( bit_count == 3'd7 )
                                        next_state = IDLE;
                              end
                default     : next_state = IDLE;
            endcase
        end
endmodule

===== flow/run.sh =====
#!/bin/bash
# OpenROAD 26Q1-2900-gdf79404cd8, Yosys 0.63+post, stock flow scripts
make -C /OpenROAD-flow-scripts/flow DESIGN_CONFIG=/design/flow/config.mk WORK_HOME=/design/flow/orfs finish

==> impl_metrics.py <==
# Flow results
metrics = {
    "sta": {
        "setup_slack_ns": -0.2043,
        "worst_pin_slew_ns": 0.2475,
        "setup_viol": 9,
        "fin_setup_tns_ns": -1.458,
        "hold_viol_final": 0,
        "skew_ns": 0.01067,
        "rsz0062_at_grt": "true",
        "max-slew-margin-rel": 0.8350,
        "maxSlewViolCount": 0,
    },
    "clock_network": {
        "cts_buffers": 3,
        "root_buffer": "clkbuf_8",
        "clk_path_buf_depth": 2,
        "htree_levels": 1,
        "clkTransAtPathRegs_ns": 0.06,
        "postCtsHoldBufs": 0,
        "clock_latency_ns": 0.27,
        "cts_sinks": 28,
        "cts_tree": "done",
    },
    "floorplan": {
        "coreArea_um2": 6350,
        "die_h_um": 101,
        "die_area_um2": 10200,
        "rows": 29,
        "initCoreUtil": 0.1781,
        "io_pins": 22,
        "die-width_um": 101,
    },
    "grt": {
        "grt_pass1_vias": 764,
        "overflow": 0,
        "grt_max_degree": 21,
        "grt_usage": 0.04465,
        "grt_pass1_wl_um": 3781,
        "antenna_found_initial": 0,
    },
    "synth": {
        "synthDominantCellAreaShare": 0.4425,
        "syn_area_per_cell_um2": 13.47,
        "common_cells": "dfrtp_1 (20), mux2_2 (15), nand2_1 (9)",
        "ys_area_um2": 1131,
        "yosysSeqAreaShare": 0.6195,
        "ys_cells": 84,
        "async_flop_share": 1.000,
        "ys_warn_count": 1,
        "ff_type": "dfrtp_1",
        "ys.flops": 28,
        "top_cell": "dfrtp_1",
        "enable_flop_cells": 0,
        "top_cells_by_area": "dfrtp_1 (44%), dfrtn_1 (18%), mux2_2 (15%), mux2i_1 (6.2%), ha_1 (4.4%)",
        "top_area_cell": "dfrtp_1",
        "syn_area_um2": 1131,
        "ys_types": 14,
        "syn_inst": 84,
    },
    "critical_path": {
        "cp_slowest_cell": "dfrtn_1",
        "ff2ff_path_depth": 4,
        "cp_num_buf_inv": 1,
        "critical-path-top-delay-family": "flip-flops",
        "critPathMaxStageDelay_ns": 0.41,
        "path_cells": "buf_2",
        "worstPathArrival_ns": 1.72,
        "worstSetupPathType": "reg2out",
        "worst_setup_path_start_kind": "flop",
        "critPathMaxFanout": 2,
        "end_kind": "output port",
        "r2r_slack_ns": -0.18,
        "path_depth": 1,
        "required_ns": 1.52,
    },
    "power": {
        "ir_drop_v": 0.0003343,
        "powerDensity_nw_per_um2": 984.3,
        "leakagePower_nw": 0.7036,
    },
    "status": {
        "violations": "negative setup slack",
        "status": "finished, violations left",
    },
    "run": {
        "tool_warnings": 29,
        "drv_cap": 0,
    },
    "placed_design": {
        "numPortBuffers": 21,
        "dp_slack_ns": -0.6630,
        "placed_area_um2": 1485,
        "gp_congestion": 0.7764,
        "hpwl_um": 1629,
    },
    "detailed_routing": {
        "antenna-diode-count": 0,
        "wl_per_cell_um": 11.85,
        "drc_errors": 0,
        "drt-pass1-iter-count": 2,
        "viasPerCell": 3.839,
        "finalWirelength_um": 2275,
        "drt_iter0_markers": 63,
        "ant_nets": 0,
        "vias": 737,
    },
    "finish": {
        "drive_gt1_frac": 0.2870,
        "utilization": 0.2518,
        "final_area_um2": 1599,
        "syn_to_final_growth_pct": 41.37,
    },
    "min_path": {
        "hold_class": "reg2reg",
        "min_path_cells": 2,
    },
}
## repair_timing
item	4_1_cts	5_1_grt
buffers inserted	1	3
resized	5	3
pin swaps	1	3
endpoints found under the setup margin	9	9
## registers in the layout, indices dropped and copies added, names as in the netlist
signal / flops
tx_shift: 7
rx_shift: 7
rx_valid: 1
rx_data: 8
MISO: 1
bit_count: 3
state: 1
## metrics by stage
stage | hold slack [ns] | power (mW) | instances
detailed placement | 0.4387 | 1.123 | 184
floorplan | 0.08441 | 0.9287 | 84
finish | 0.4327 | 1.574 | 192
global route | 0.4546 | 1.687 | 192
CTS | 0.4391 | 1.584 | 189
global placement | 0.4266 | 1.119 | 184
## placed cells by master, fill, tap and decap left out
cell type        instances
and2_1                   1
mux2_2                  15
dlygate4sd2_1            1
buf_2                    1
clkbuf_8                 3
dfrtn_1                  8
nor2_1                   3
buf_4                    6
dfrtp_1                 20
ha_4                     1
o21ai_1                  8
nand3_2                  1
nand2_2                  1
ha_1                     3
clkdlybuf4s50_1         19
bufinv_16                1
nand2_1                  8
mux2i_1                  7
inv_1                    1
buf_6                    1
a21oi_1                  3
buf_12                   2
inv_4                    1
## tightest hold or removal path, stage by stage, from the launching register on
cell     delay, ns
dfrtn_1       0.41
nand2_1       0.05
o21ai_1       0.06
## final cells by class
type | count | area, um^2
inverter | 2 | 10.01
fill | 627 | 4751
sequential | 28 | 700.7
timing repair buffer | 30 | 300.3
tap | 77 | 96.34
multi-input combinational | 51 | 420.4
clock buffer | 3 | 41.29
clock inverter | 1 | 30.03
## where the power goes
group	internal [mW]	total [mW]	switching (mW)
clock	0.282	0.454	0.172
combinational	0.230	0.328	0.0982
sequential	0.724	0.792	0.0679
total	1.24	1.57	0.339
## kinds of logic (layout without fill, tap and decap cells)
| group | count (synthesis) | count (layout) | synth area share |
|---|---|---|---|
| DFF | 28 | 28 | 0.6195 |
| muxes | 22 | 22 | 0.2113 |
| and+or+nand+nor | 14 | 14 | 0.05420 |
| AOI/OAI and AO/OA | 11 | 11 | 0.04867 |
| buffers and inverters | 5 | 36 | 0.02213 |
| adders and majority gates | 4 | 4 | 0.04425 |
## final timing paths
kind	end	from
setup / recovery	MISO	MISO
hold / removal	tx_shift[5]	tx_shift[5]
setup reg to reg	tx_shift[2]	state
hold reg to reg	tx_shift[5]	tx_shift[5]
max in group asynchronous	tx_shift[4]	rst_n
min in group asynchronous	rx_data[2]	rst_n
## per-layer routing
layer / routed length (um) / track usage / up-vias
li1: - / - / 351
met1: 981 / 0.05877 / 376
met2: 1134 / 0.07076 / 8
met3: 109 / 0.01247 / 2
met4: 48 / 0.01179 / 0
met5: 0 / 0 / -
Power figures rest on the tool's default switching activity, not on a simulated workload.
